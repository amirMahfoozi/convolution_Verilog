--- flow/design.v ---
module fp_add (
    input [31:0] a,     
    input [31:0] b,     
    output [31:0] result   
);
    wire sign_a, sign_b;
    wire [7:0] exponent_a, exponent_b;
    wire [23:0] mantissa_a, mantissa_b;
    wire [23:0] aligned_mantissa_a, aligned_mantissa_b;
    wire [7:0] exponent_diff;
    wire [7:0] exponent_result;
    wire sign_result;
    wire [24:0] mantissa_sum;
    wire [23:0] mantissa_final;
    wire [7:0] exponent_adjusted;
    wire carry;
    assign sign_a = a[31];
    assign sign_b = b[31];
    assign exponent_a = a[30:23];
    assign exponent_b = b[30:23];
    assign mantissa_a = (exponent_a == 0) ? {1'b0, a[22:0]} : {1'b1, a[22:0]};  
    assign mantissa_b = (exponent_b == 0) ? {1'b0, b[22:0]} : {1'b1, b[22:0]};  
    assign exponent_diff = (exponent_a > exponent_b) ? (exponent_a - exponent_b) : (exponent_b - exponent_a);
    assign aligned_mantissa_a = (exponent_a > exponent_b) ? mantissa_a : (mantissa_a >> exponent_diff);
    assign aligned_mantissa_b = (exponent_b > exponent_a) ? mantissa_b : (mantissa_b >> exponent_diff);
    assign exponent_result = (exponent_a > exponent_b) ? exponent_a : exponent_b;
    assign mantissa_sum = (sign_a == sign_b) ? ({1'b0, aligned_mantissa_a} + {1'b0, aligned_mantissa_b}) :
                                                      (aligned_mantissa_a >= aligned_mantissa_b) ? ({1'b0, aligned_mantissa_a} - {1'b0, aligned_mantissa_b}) :
                                                                                                  ({1'b0, aligned_mantissa_b} - {1'b0, aligned_mantissa_a});
    assign sign_result = (aligned_mantissa_a >= aligned_mantissa_b) ? sign_a : sign_b;
    assign mantissa_final = mantissa_sum[24] ? mantissa_sum[24:1]: mantissa_sum[23:0];
    assign exponent_adjusted = mantissa_sum[24] ? exponent_result + 1 : exponent_result;
    wire a_is_zero = (exponent_a == 8'd0 && a[22:0] == 23'd0);
    wire b_is_zero = (exponent_b == 8'd0 && b[22:0] == 23'd0);
    wire a_is_inf = (exponent_a == 8'd255 && a[22:0] == 23'd0);
    wire b_is_inf = (exponent_b == 8'd255 && b[22:0] == 23'd0);
    wire a_is_nan = (exponent_a == 8'd255 && a[22:0] != 23'd0);
    wire b_is_nan = (exponent_b == 8'd255 && b[22:0] != 23'd0);
    assign result = a_is_nan ? a :
                    b_is_nan ? b :
                    (a_is_inf & b_is_inf & (sign_a != sign_b)) ? 32'hFFC00000 :  
                    a_is_inf ? a :
                    b_is_inf ? b :
                    a_is_zero ? b :
                    b_is_zero ? a :
                    {sign_result, exponent_adjusted[7:0], mantissa_final[22:0]};
endmodule
--- flow/run.sh ---
#!/bin/bash
# OpenROAD 26Q1-2900-gdf79404cd8, Yosys 0.63+post, stock flow scripts
make -C /OpenROAD-flow-scripts/flow DESIGN_CONFIG=/design/flow/config.mk WORK_HOME=/design/flow/orfs finish
--- flow/config.mk ---
export PLATFORM = sky130hd
export DESIGN_NAME = fp_add
export DESIGN_NICKNAME = fp_add
export VERILOG_FILES = /design/flow/design.v
export SDC_FILE = /design/flow/constraint.sdc
export NUM_CORES = 4
export LEC_CHECK = 1
export CORE_UTILIZATION = 40
--- flow/constraint.sdc ---
current_design fp_add

set clk_period 39.4
set clk_io_pct 0.2

create_clock -name clk0 -period $clk_period

set non_clock_inputs [all_inputs -no_clocks]
set_input_delay [expr $clk_period * $clk_io_pct] -clock clk0 $non_clock_inputs
set_output_delay [expr $clk_period * $clk_io_pct] -clock clk0 [all_outputs]
==> run notes <==
• **number of I/O port buffers** 96
• **total length of routed met3 wires** 6060 microns
• **routed len/inst** 28.4 microns
• **power dissipated by switching net loads** 0.282 mW
• **power share of the combinational group** 100.0%
• **Reg area** 0 sq um
• **first-pass GRT wire length** 74600 microns
• **switch share** 62.9%
• **Slew Viols, Final** 0
• **top-level I/O count** 96
• **buffers inserted during post-CTS setup optimization** 0
• **Yosys top cell by area** ha_1
• **count of endpoints failing setup in the final report** 0
• **combined area of all synthesized cells** 9780 sq um
• **Routed met2 length** 21900 microns
• **maximum resistive drop on vdd** 0.0000268 V
• **Die Span X** 158 microns
• **leakage power summed over all cells** 4.36 nW
• **Post-Synthesis Cells** 1445
• **min setup slack post-route** 14.00 ns
• **Required @ worst endpoint** 31.52 ns
• **total iterations of the first detailed-routing run** 6
• **most numerous cell types in the synthesized netlist** nand2_1, nor2_1, a21oi_1, ha_1, mux2i_1
• **total cells reported by yosys after synthesis** 1445
• **number of synthesis warnings** 0
• **Final ANT Viol Nets** 0
• **Startpoint Class** input pin
• **arrival time reported for the critical path endpoint** 17.52 ns
• **via count** 12500
• **Total Wirelength** 50900 microns
• **post-route design area** 10900 sq um
• **number of buffer and inverter stages on the critical path** 5
• **Slew HR** 21.1%
• **post-layout instance count excluding filler cells** 1792
• **setup repair after global routing missed its margin** false
• **pin slew with the least headroom to its limit** 1.15 ns
• **Synth top area share** 12.2%
• **overall power after layout** 0.449 mW
• **number of max-cap violations** 0
• **via count of the first global-routing pass** 11500
• **critical-path maximum fanout** 54
• **fmax** 39.4 MHz
• **part of the Yosys area used for sequential elements** 0%
• **number of placed instances with taps included** 1792
• **Setup Slack @ Placement** 14.40 ns
• **Setup crit end kind** primary output
• **clock group share of total power** 0%
• **cycle use final** 64.5%
• **Tot GR Track Use** 41.4%
• **number of antenna violations at the first check in global routing** 0
• **layout sequential cell count** 0
• **Internal** 0.167 mW
• **Min-Delay Path Class** in2out
• **largest net degree at the start of global routing** 55
• **weighted congestion at the end of routability-driven global placement** 1.04
• **clk_buf instances** 0
• **total of cells resized after clock tree synthesis** 0
• **cell family with most CP delay** buffers and inverters
• **number of core rows** 56
• **highest metal layer used by the detailed router** met4
• **Routed met1 length** 20300 microns
• **Die H** 158 microns
• **Filler Cell Count** 2510
• **CTS hold repair buffers** 0
• **via density per instance** 6.95
• **syn_area_per_cell** 6.77 sq um
• **OpenROAD warning count** 94
• **path type of the worst setup path** in2out
• **Seq pwr share** 0%
• **area of placed instances** 10900 sq um
• **most frequent cell after synthesis** nand2_1
• **setup_tns** 0 ns
• **PD cells** 41.1 nW/um^2
• **Detail Placement HPWL** 40600 microns
• **post-synthesis chip area from yosys** 9780 sq um
• **largest stage delay on the critical path** 0.90 ns
• **CORE AREA** 23800 sq um
• **number of distinct library cells after synthesis** 105
• **# diodes** 0
• **floorplan utilization** 41.2%
• **Hold Fails Final Rpt** 0
• **status** finished, final reports clean
• **overall die area** 25100 sq um
• **global route total overflow** 0
• **fraction of layout instances using a drive strength above 1** 6.99%
• **detailed-route DRC error count** 0
• **leading post-synthesis cells by cell area** ha_1, mux2i_1, nand2_1
• **Iter 0 DRT Violations** 1500
• **synthesis-to-layout area growth** 11.6%
• **fin crit period** 25.40 ns
• **cell with the biggest individual delay on the critical path** mux2i_1
[per-stage QoR]
stage / hold WS, ns / util, %
final: 16.88 / 45.9
after global routing: 16.96 / 45.9
after CTS: 16.90 / 45.9
after detailed placement: 16.89 / 45.9
after global placement: 16.89 / 45.9
after floorplan: 15.82 / -
[area by class of cell]
cell class | count | area, sq um | share of cell area, %
multi-input cells | 1290 | 9130 | 83.7
inverters | 61 | 229 | 2.10
repair buffers | 122 | 1160 | 10.6
well taps | 319 | 399 | 3.66
[cells in the final DEF, fill, tap and decap left out, types with 11 or more instances in the layout]
cell / synthesis / final
nand2b_1: 17 / 17
and3_1: 12 / 12
o31ai_1: 25 / 25
a21o_1: 14 / 14
a221oi_1: 29 / 29
a211o_1: 13 / 13
nor2_1: 136 / 136
nor3_1: 35 / 34
a21oi_1: 113 / 113
nor2b_1: 14 / 14
inv_1: 60 / 60
o211ai_1: 17 / 17
a211oi_1: 19 / 19
a22o_1: 12 / 12
a31oi_1: 28 / 26
nand3_1: 55 / 55
and2_1: 14 / 14
nor4_1: 32 / 32
mux4_2: 11 / 11
nand2_1: 161 / 161
nand4_1: 23 / 23
mux2i_1: 88 / 88
clkdlybuf4s50_1: 0 / 96
xnor2_1: 24 / 21
a22oi_1: 17 / 17
buf_4: 6 / 26
ha_1: 95 / 94
o21ai_0: 78 / 78
o21a_1: 11 / 11
[final timing paths]
check	from	end	slack [ns]	cells after the start
worst max-delay path	a[23]	result[9]	14.00	26
worst min-delay path	a[31]	result[31]	16.88	3
[kinds of logic (layout without fill, tap and decap cells)]
group / after synthesis / in the layout / share of synthesized area [%]
simple gates: 545 / 545 / 27.2
xor+xnor: 30 / 30 / 2.76
buf+inv: 155 / 183 / 7.24
fa+ha+maj: 100 / 100 / 13.2
mux: 110 / 110 / 13.1
compound gates: 505 / 505 / 36.5
[power by group through the flow]
stage         clock network, mW  logic, mW  registers [mW]
CTS                           0      0.436               0
global route                  0      0.477               0
finish                        0      0.449               0
[layer usage]
| metal | vias to the layer above | track usage [%] |
|---|---|---|
| met5 | - | 0 |
| met4 | 0 | 17.2 |
| li1 | 5588 | - |
| met1 | 5874 | 54.6 |
| met3 | 183 | 11.1 |
| met2 | 810 | 63.6 |
Power and IR drop assume default switching activity.
