==> flow/design.v <==
module fp_mul (
    input [31:0] a,     
    input [31:0] b,     
    output [31:0] result   
);
    wire sign_a;
    wire sign_b;
    wire [7:0] exponent_a;
    wire [7:0] exponent_b;
    wire [23:0] mantissa_a;
    wire [23:0] mantissa_b;
    wire sign_result;
    wire [8:0] exponent_result;
    wire [47:0] mantissa_result;
    wire [22:0] mantissa_final;
    wire [7:0] exponent_final;
    wire overflow;
    assign sign_a = a[31];
    assign sign_b = b[31];
    assign exponent_a = a[30:23];
    assign exponent_b = b[30:23];
    assign mantissa_a = {1'b1, a[22:0]};  
    assign mantissa_b = {1'b1, b[22:0]};  
    assign sign_result = sign_a ^ sign_b;
    assign exponent_result = exponent_a + exponent_b - 8'd127;
    assign mantissa_result = mantissa_a * mantissa_b;
    assign mantissa_final = mantissa_result[47] ? mantissa_result[46:24] : mantissa_result[45:23];
    assign exponent_final = mantissa_result[47] ? exponent_result + 1 : exponent_result;
    assign overflow = (exponent_final > 8'd254);
    wire a_is_zero = (exponent_a == 8'd0 && a[22:0] == 23'd0);
    wire b_is_zero = (exponent_b == 8'd0 && b[22:0] == 23'd0);
    wire a_is_inf = (exponent_a == 8'd255 && a[22:0] == 23'd0);
    wire b_is_inf = (exponent_b == 8'd255 && b[22:0] == 23'd0);
    wire a_is_nan = (exponent_a == 8'd255 && a[22:0] != 23'd0);
    wire b_is_nan = (exponent_b == 8'd255 && b[22:0] != 23'd0);
    assign result = a_is_nan ? a :
                    b_is_nan ? b :
                    (a_is_inf & b_is_zero) | (b_is_inf & a_is_zero) ? 32'hFFC00000 :  
                    a_is_inf | b_is_inf ? {sign_result, 8'hFF, 23'd0} :
                    a_is_zero | b_is_zero ? {sign_result, 31'd0} :
                    overflow ? {sign_result, 8'hFF, 23'd0} :  
                    {sign_result, exponent_final[7:0], mantissa_final[22:0]};
endmodule
==> flow/run.sh <==
#!/bin/bash
# OpenROAD 26Q1-2900-gdf79404cd8, Yosys 0.63+post, stock flow scripts
make -C /OpenROAD-flow-scripts/flow DESIGN_CONFIG=/design/flow/config.mk WORK_HOME=/design/flow/orfs finish
==> flow/config.mk <==
export PLATFORM = sky130hd
export DESIGN_NAME = fp_mul
export DESIGN_NICKNAME = fp_mul
export VERILOG_FILES = /design/flow/design.v
export SDC_FILE = /design/flow/constraint.sdc
export NUM_CORES = 4
export LEC_CHECK = 1
export CORE_UTILIZATION = 40
==> flow/constraint.sdc <==
current_design fp_mul

set clk_period 39.8
set clk_io_pct 0.2

create_clock -name clk0 -period $clk_period

set non_clock_inputs [all_inputs -no_clocks]
set_input_delay [expr $clk_period * $clk_io_pct] -clock clk0 $non_clock_inputs
set_output_delay [expr $clk_period * $clk_io_pct] -clock clk0 [all_outputs]
==> flow_summary.json <==
{
  "yosys_area_um2": 20000,
  "grt_use_total": 0.263,
  "first_global_vias": 17000,
  "synthesis.area_um2": 20000,
  "crit_top_cell": "fa_1",
  "flop-count": 0,
  "fin_cells": 3050,
  "min_from": "a[31]",
  "fill_cells": 4757,
  "min_delay_worst_endpoint": "result[31]",
  "ios": 96,
  "totalWireLength_um": 59300,
  "max_freq_ghz": 0.0392,
  "whs_path_depth": 3,
  "vias": 15700,
  "drive_above_1_share": 0.0327,
  "rows": 81,
  "drv_slew": 0,
  "antennaDiodeCount": 0,
  "final_common_cell": "inv_1",
  "fp_util": 0.407,
  "post-route-period-util": 0.641,
  "fp.dieH_um": 225,
  "warnings": 33,
  "finalSetupViolCount": 0,
  "antenna_found_initial": 1,
  "die_w_um": 225,
  "grt_pass1_wl_um": 94600,
  "slew_headroom": 0.438,
  "post_dp_cell_area_um2": 21700,
  "finalHoldViolCount": 0,
  "area_growth_pct": 8.58,
  "crit_required_ns": 31.84,
  "wl_per_cell_um": 19.5,
  "rsz0062_at_grt": "false",
  "final_antenna_net_count": 0,
  "core_area_um2": 49100,
  "drcViolationCount": 0,
  "layout.area.comb_um2": 17300,
  "worstSetupEndpointType": "output pin",
  "post-cts-setup-buffer-count": 0,
  "hold_class": "in2out",
  "drv_cap": 0,
  "postSynthSeqShare": 0,
  "dpl.cell_count": 3050,
  "slowest_delay_ns": 0.54,
  "cpMaxStageDelayCell": "clkdlybuf4s50_1",
  "tightest_slew_ns": 0.837,
  "status": "complete, no violations",
  "ys_cells": 2356,
  "fin_crit_ns": 25.50,
  "fin_area_um2": 21700,
  "syn_inst": 2356,
  "ys_types": 71,
  "path_class": "in2out",
  "syn_avg_cell_area_um2": 8.47,
  "post-dp-hpwl_um": 45700,
  "grt_overflow": 0,
  "drt-pass1-iter-count": 6,
  "nClkBuffers": 0,
  "cts_hold_buffers": 0,
  "io_buffers": 96,
  "viasPerCell": 5.15,
  "cp_max_fo": 30,
  "cp.arrival_ns": 17.54,
  "grt_max_degree": 35,
  "cts_resized": 0,
  "place.gp.congestion": 0.956,
  "chipArea_um2": 50800,
  "drt_iter0_markers": 738,
  "cp-start-kind": "input pin",
  "tns_ns": 0,
  "seq_area_um2": 0,
  "yosys_warnings": 0,
  "final_cell_mix": "576 x inv_1, 482 x fa_1, 349 x nand2_1"
}
[cell usage after synthesis (all sizes together) (8+ instances only)]
master | n | area (um^2)
o21ai | 47 | 235
a21oi | 66 | 364
and2 | 216 | 1360
nand3 | 8 | 40.0
clkbuf | 106 | 398
a21o | 13 | 100
ha | 183 | 2290
nor2b | 9 | 56.3
inv | 577 | 2170
buf | 13 | 85.1
nand4 | 22 | 144
nand2 | 349 | 1310
nor3 | 15 | 75.1
fa | 482 | 9650
xnor2 | 33 | 289
a22oi | 13 | 103
nor4 | 18 | 113
nor2 | 76 | 285
[worst max path at each step]
stage | slack (ns) | end | startpoint | cells after the start
6_report | 14.30 | result[14] | b[8] | 30
4_1_cts | 14.42 | result[14] | b[8] | 30
5_1_grt | 13.88 | result[14] | b[8] | 30
[critical path: cells and delay by family]
family | cells | cell delay, ns
adders and majority gates | 8 | 3.76
AOI/OAI and AO/OA | 9 | 2.56
buffers and inverters | 10 | 2.06
and+or+nand+nor | 3 | 1.17
[routing by layer]
| metal | global-route usage | part of all wire | vias up |
|---|---|---|---|
| met1 | 0.343 | 0.38 | 7855 |
| met5 | 0 | 0 | - |
| met4 | 0.0693 | 0.034 | 0 |
| met2 | 0.415 | 0.48 | 695 |
| met3 | 0.108 | 0.11 | 91 |
| li1 | - | - | 7078 |
[kinds of logic after synthesis]
| logic type | after synthesis | synth area share |
|---|---|---|
| mux | 7 | 0.00370 |
| fa+ha+maj | 665 | 0.598 |
| simple gates | 731 | 0.176 |
| buf+inv | 698 | 0.133 |
| compound gates | 215 | 0.0719 |
| xor+xnor | 40 | 0.0176 |
[layout make-up]
type / instances / share of cell area
Timing Repair Buffer: 149 / 0.0627
Inverter: 579 / 0.100
Tap cell: 664 / 0.0383
Multi-Input combinational cell: 1658 / 0.799
[per-stage QoR]
stage / utilization / hold WS [ns] / setup slack, ns
CTS: 0.442 / 16.98 / 14.42
detailed placement: 0.442 / 16.98 / 14.45
finish: 0.442 / 16.98 / 14.30
floorplan: - / 15.98 / 16.74
global route: 0.442 / 17.01 / 13.88
global placement: 0.442 / 16.97 / 14.54
